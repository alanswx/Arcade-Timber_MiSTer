<file path="design/flow/design.v">
module fbpal
(
	input             reset,
	input             en_in,
	output reg        en_out,
	input             ram_clk,
	output reg [28:0] ram_address,
	output reg  [7:0] ram_burstcount,
	input             ram_waitrequest,
	input      [63:0] ram_readdata,
	input             ram_readdatavalid,
	output reg        ram_read,
	input      [31:0] fb_address,
	input             pal_en,
	output reg  [7:0] pal_a,
	output reg [23:0] pal_d,
	output reg        pal_wr
);
reg [31:0] base_addr;
always @(posedge ram_clk) base_addr <= fb_address - 4096;
reg [6:0] buf_rptr = 0;
always @(posedge ram_clk) begin
	reg [23:0] odd_d;
	if(~pal_a[0] & pal_wr) {pal_a[0], pal_d} <= {1'b1, odd_d};
	else pal_wr <= 0;
	if(~ram_waitrequest) ram_read <= 0;
	if(pal_en & ~reset) begin
		if(ram_burstcount) begin
			if(ram_readdatavalid) begin
				ram_burstcount <= 0;
				odd_d <= ram_readdata[55:32];
				pal_d <= ram_readdata[23:0];
				pal_a <= {buf_rptr, 1'b0};
				pal_wr <= 1;
				en_out <= en_in;
				buf_rptr <= buf_rptr + 1'd1;
			end
		end
		else begin
			if(~ram_waitrequest && en_out != en_in) begin
				ram_address <= base_addr[31:3] + buf_rptr;
				ram_burstcount <= 1;
				ram_read <= 1;
			end
		end
	end
	else begin
		en_out <= en_in;
		buf_rptr <= 0;
		ram_burstcount <= 0;
	end
end
endmodule
</file>
<file path="design/flow/run.sh">
#!/bin/bash
# OpenROAD 26Q1-2900-gdf79404cd8, Yosys 0.63+post, stock flow scripts
make -C /OpenROAD-flow-scripts/flow DESIGN_CONFIG=/design/flow/config.mk WORK_HOME=/design/flow/orfs finish
</file>
<file path="design/flow/constraint.sdc">
current_design fbpal

set clk_period 6.9
set clk_io_pct 0.2

create_clock -name clk0 -period $clk_period [get_ports {ram_clk}]

set non_clock_inputs [all_inputs -no_clocks]
set_input_delay [expr $clk_period * $clk_io_pct] -clock clk0 $non_clock_inputs
set_output_delay [expr $clk_period * $clk_io_pct] -clock clk0 [all_outputs]
</file>
<file path="design/flow/config.mk">
export PLATFORM = sky130hd
export DESIGN_NAME = fbpal
export DESIGN_NICKNAME = fbpal
export VERILOG_FILES = /design/flow/design.v
export SDC_FILE = /design/flow/constraint.sdc
export NUM_CORES = 4
export LEC_CHECK = 1
export CORE_UTILIZATION = 40
</file>
==> impl_metrics.yaml <==
# physical design summary
logic_synthesis:
  top_cell_area_share_pct: 36.0
  yosys_warnings: 1
  ys_cells: 414
  postSynthSeqShare_pct: 61.2
  synth_top_cell_by_count: "dfxtp_1"
  synth-edff-count: 61
  synth_area_um2: 5080
  synthTopCellsByArea: "edfxtp_1 (36%), dfxtp_1 (25%), mux2i_1 (4.7%), xnor2_1 (4.7%), xor2_1 (4.0%)"
  syn_area_per_cell_um2: 12.3
  synth-seq-cells: 125
  yosys-top-cells-count: "dfxtp_1 (64), edfxtp_1 (61), nand2_1 (43)"
  async_reset_ff_share_pct: 0
  ys.flop_type: "dfxtp_1"
  synth_chip_area_um2: 5080
  synth_cell_types: 47
  top_area_cell: "edfxtp_1"
  syn_inst: 414
clocking:
  clockRootBuffer: "clkbuf_16"
  cts_tree: "done"
  cts_buffers: 17
  hold_buffers: 0
  cts.reportedPaths.clkPinSlew_ns: 0.05
  clock-sinks: 125
  ctsResizeCount: 0
  htree_levels: 4
  cts_buffer_depth: 2
  clkLatencyLatePin_ns: 0.41
  cts_setup_buffers: 0
place:
  portBuffers: 147
  dpl.cell_count: 717
  gp_congestion: 0.825
  dp.final_hpwl_um: 7450
final_timing:
  skew_ns: 0.00839
  rsz0062_at_grt: "no"
  finalCriticalPeriod_ns: 3.40
  relSlewSlack_pct: 45.6
  maxSlewViolCount: 0
  min_period_over_period_pct: 49.3
  finalHoldViolations: 0
  tns_ns: 0
  setup_viol: 0
  tightest_slew_ns: 0.812
  fmax_ghz: 0.294
critical_path:
  r2r_slack_ns: 4.44
  crit_path_start_kind: "primary input"
  worstRegToRegCells: 6
  required_ns: 6.94
  r2r-start: "buf_rptr[0]"
  end_kind: "register"
  r2r_end: "ram_address[26]"
  arrival_ns: 3.44
  critPathMaxFanout: 55
  crit_type: "primary input to register"
final_layout:
  layout-drive-gt1-share_pct: 7.06
  instances_no_fill: 749
  synthToLayoutAreaGrowth_pct: 41.8
  nFillCells: 1040
die:
  fp_util_pct: 41.6
  io_pins: 174
  dieWidth_um: 115
  chipHeight_um: 115
  core_um2: 12200
  num_rows: 40
  die_area_um2: 13200
outcome:
  status: "finished clean"
run:
  drv_cap: 0
  tool_warnings: 44
hold_path:
  whs_endpoint: "ram_read"
  hold_depth: 2
  hold_path.class: "register to register"
  min_from: "ram_read"
global_routing:
  grt_usage_pct: 16.3
  grt.busiest_layer: "met1"
  grt_overflow: 0
  grt_use_met2_pct: 24.5
  use_met3_pct: 4.93
  antenna_found_initial: 0
  grt_pass1_vias: 3213
  grt_max_degree: 56
  grt_first_pass_wirelength_um: 15800
  met1_usage_pct: 25.2
drt:
  insertedDiodeCount: 0
  wl_per_cell_um: 13.5
  drtIter0Drc: 148
  first_pass_iters: 4
  viasPerCell: 4.63
  routed_wl_um: 10100
  vias: 3467
  drtAntennaViolNets: 0
  drc_errors: 0
power:
  vdd_drop_max_v: 0.000137
  power_density_nw_per_um2: 257
  leakagePower_nw: 2.83
[critical path: stages]
cell and delay (ns):
clkdlybuf4s50_1 0.40, nand2b_1 0.32, or2_2 0.40, inv_2 0.36, buf_4 0.56
[how the worst max path moves through the flow]
| stage | start | endpoint | slack, ns | cells after the start |
|---|---|---|---|---|
| after global routing | reset | pal_d[15] | 3.33 | 6 |
| final | reset | register | 3.50 | 5 |
| after CTS | reset | register | 3.48 | 5 |
[cell families (layout without fill, tap and decap cells)]
| logic type | Yosys count | in the layout | share of synthesized area [%] |
|---|---|---|---|
| AND-OR/OR-AND | 46 | 46 | 5.22 |
| XOR/XNOR | 50 | 50 | 8.61 |
| adder cells (fa/ha/maj) | 10 | 10 | 2.61 |
| buffers and inverters | 26 | 187 | 2.63 |
| flip-flops | 125 | 125 | 61.2 |
| multiplexers | 24 | 24 | 4.73 |
| other | 1 | 7 | 0.0738 |
| AND/OR/NAND/NOR | 132 | 132 | 14.9 |
[cells in the final DEF (no fill, tap or decap), types with 7 or more instances in the layout]
cell type        count
nand2_1             43
clkdlybuf4s50_1    147
conb_1               7
nand4_1             10
nor2_1              17
xor2_1              23
mux2i_1             24
nand3_1             13
edfxtp_1            61
o21ai_0             21
and3_1               9
clkbuf_16           17
a21oi_1              7
clkbuf_1            10
ha_1                 9
dfxtp_1             64
o21ai_1              7
xnor2_1             27
[layer usage]
metal / part of all wire (%) / wire (um)
met5: 0 / 0
met4: 2.0 / 206
met3: 8.4 / 849
met2: 44 / 4460
met1: 46 / 4630
[layout make-up]
type / count / area, um^2 / area share, %
Clock buffer: 30 / 504 / 6.99
Clock inverter: 2 / 10.0 / 0.139
Inverter: 5 / 18.8 / 0.260
Multi-Input combinational cell: 269 / 1860 / 25.8
Sequential cell: 125 / 3110 / 43.2
Tap cell: 168 / 210 / 2.92
Timing Repair Buffer: 150 / 1490 / 20.7
[where the power goes]
part	internal (W)	switching, W	leakage (nW)	total (W)
sequential	0.000844	0.0000335	1.09	0.000877
clock	0.000485	0.000275	0.251	0.000760
combinational	0.000159	0.0000570	1.49	0.000216
[metrics by stage]
step                      instance area [um^2]  setup slack [ns]  hold WS [ns]  util, %  power [W]
after floorplan                           5110              3.72         0.404        -   0.000943
after global placement                    6700              3.09         0.438     54.8    0.00111
after detailed placement                  6700              3.06         0.443     54.8    0.00111
after CTS                                 7210              3.48         0.452     59.0    0.00188
after global routing                      7210              3.33         0.474     59.0    0.00194
final                                     7210              3.50         0.449     59.0    0.00185
No activity file was given, so power comes from the tool's default toggle rates.
